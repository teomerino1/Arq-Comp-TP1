==> flow/config.mk <==
export PLATFORM = sky130hd
export DESIGN_NAME = EX
export DESIGN_NICKNAME = EX
export VERILOG_FILES = /design/flow/design.v
export SDC_FILE = /design/flow/constraint.sdc
export NUM_CORES = 4
export LEC_CHECK = 1
export CORE_AREA = 10 10 112 112
export DIE_AREA = 0 0 122 122
==> flow/constraint.sdc <==
current_design EX

set clk_period 1.4
set clk_io_pct 0.2

create_clock -name clk0 -period $clk_period [get_ports {i_clock}]

set non_clock_inputs [all_inputs -no_clocks]
set_input_delay [expr $clk_period * $clk_io_pct] -clock clk0 $non_clock_inputs
set_output_delay [expr $clk_period * $clk_io_pct] -clock clk0 [all_outputs]
==> flow/design.v <==
`timescale 1ns / 1ps
module ALU
#(
    parameter SIZE= 9
)
(
    input wire signed  [(SIZE-1):0] i_a_alu,
    input wire signed [(SIZE-1):0] i_b_alu,
    input wire [5:0] i_opcode_alu,
    output wire signed [(SIZE-1):0] o_res_alu,
    output wire o_carry_alu
    );
localparam ADD  =    6'b100000;
localparam SUB  =    6'b100010;
localparam AND  =    6'b100100;
localparam OR   =    6'b100101;
localparam XOR  =    6'b100110;
localparam SRA  =    6'b000011;
localparam SRL  =    6'b000010;
localparam NOR  =    6'b100111;
reg carry;
reg signed [(SIZE-1):0] res;
assign o_res_alu = res;
assign  o_carry_alu = carry;
always @(*)  
begin
    case(i_opcode_alu)
        ADD: begin
             res <= i_a_alu + i_b_alu ; 
             carry <= (  res[SIZE-1]  ^ i_a_alu[SIZE-1] ^ i_b_alu [SIZE-1] ) & res[SIZE-1];  
            if ((i_a_alu[SIZE-1] & i_b_alu [SIZE-1]) == 1 )  
                 res[SIZE-1] <=1'b1;
                 carry <=1'b0;
             end
        SUB: begin    
            carry <=1'b0;
            res <= i_a_alu - i_b_alu ;
            end
        AND: begin
            carry <=1'b0;
            res <= i_a_alu & i_b_alu ;
            end
        OR : begin
            carry <=1'b0;
            res <= i_a_alu | i_b_alu ;
            end
        XOR: begin
            carry <=1'b0;
            res <= i_a_alu ^ i_b_alu ;
            end
        SRA: begin
            carry <=1'b0;
            res <= i_a_alu >>> 1 ;
            end
        SRL: begin    
            carry <=1'b0;
            res <= i_a_alu >>  1 ;
            end
        NOR: begin
            carry <=1'b0;   
            res <= ~(i_a_alu | i_b_alu );
            end 
    endcase
end
endmodule
`timescale 1ns / 1ps
module DEC
#(
    parameter SIZE_OPERANDOS= 9,
    parameter SIZE_SW = 9,
    parameter SIZE_OPERACION = 6
)
(
    input wire i_clock,
    input wire  [(SIZE_SW-1):0] i_sw_dec,  
    input wire i_btn_a_dec,
    input wire i_btn_b_dec,
    input wire i_btn_op_dec,
    output wire  [(SIZE_OPERANDOS-1):0] o_a_dec,
    output wire [(SIZE_OPERANDOS-1):0] o_b_dec,
    output wire [(SIZE_OPERACION-1):0] o_opcode_dec
    );
reg [(SIZE_OPERANDOS-1):0] a_dec;
reg [(SIZE_OPERANDOS-1):0] b_dec;
reg [(SIZE_OPERACION-1):0] opcode_dec;
assign o_a_dec = a_dec;
assign o_b_dec = b_dec;
assign o_opcode_dec = opcode_dec;
always @(posedge i_clock)
    begin
        if(i_btn_a_dec == 1'b1 )         a_dec <= i_sw_dec [(SIZE_OPERANDOS-1):0] ;
        else if (i_btn_b_dec == 1'b1)   b_dec <= i_sw_dec[(SIZE_OPERANDOS-1):0] ;
        else if (i_btn_op_dec == 1'b1)  opcode_dec <=i_sw_dec [(SIZE_OPERACION-1):0] ;
    end
endmodule
`timescale 1ns / 1ps
module EX
#(
    parameter SIZE_OPERANDOS= 9,
    parameter SIZE_SW = 9,
    parameter SIZE_OPERACION = 6
)
(
    input wire i_clock,
    input wire  [(SIZE_SW-1):0] i_sw_ex,  
    input wire i_btn_a_ex,
    input wire i_btn_b_ex,
    input wire i_btn_op_ex,
    output wire signed [(SIZE_OPERANDOS-1):0] o_res_ex,
    output wire o_carry_ex
);
    wire [(SIZE_OPERACION-1):0] opcode_ex;
    wire [(SIZE_OPERANDOS-1):0] a_ex;
    wire [(SIZE_OPERANDOS-1):0] b_ex;
    ALU  #(SIZE_OPERANDOS)alu1 (a_ex,b_ex,opcode_ex,o_res_ex, o_carry_ex);
    DEC #( SIZE_OPERANDOS,SIZE_SW,SIZE_OPERACION ) decode ( 
                                                                i_clock,
                                                                i_sw_ex,
                                                                i_btn_a_ex,
                                                                i_btn_b_ex,
                                                                i_btn_op_ex,
                                                                a_ex,
                                                                b_ex,
                                                                opcode_ex
    );
endmodule
==> flow/run.sh <==
#!/bin/bash
# OpenROAD 26Q1-2900-gdf79404cd8, Yosys 0.63+post, stock flow scripts
make -C /OpenROAD-flow-scripts/flow DESIGN_CONFIG=/design/flow/config.mk WORK_HOME=/design/flow/orfs finish
==> summary.txt <==
On the backend side, the flow ran end to end.

The number of unconstrained endpoints stands at 18. The post-synth count of flops with an enable pin is 24. Looking at the worst setup and hold paths, the clock pins of their registers show a slew of 0.07 ns. The number of stages on the worst hold path stands at 1.

The routability-driven placement congestion ratio stands at 0.843. The H-tree depth stands at 1. Sorting the Yosys area breakdown by cell type puts at the top edfxtp_1. The total count of hold-check failures in the final report stands at 0.

The analysis reports a worst IR drop on VDD of 0.318 mV. The top cell type by area accounts for 31.3% of the synthesized area. The critical path data arrival time stands at 1.19 ns. The chip occupies 14900 sq um. The internal power of the cells stands at 1.49 mW. The post-placement cell area stands at 2650 sq um.

The count of standard-cell rows stands at 37. After synthesis the netlist holds a flip-flop and latch count of 33. The clock period minus worst slack stands at 1.22 ns. The final wirelength stands at 5180 um.

Per the run report, area growth between synthesis and finish was 17.0%. Summing all flip-flop and latch instances after layout gives 856 sq um. Total power for the finished layout comes to 2.09 mW. The final setup TNS stands at 0 ns. TritonRoute output was used to compute an average wire per cell of 13.5 um. The most critical setup path has its startpoint at i_btn_a_ex. The headroom to the max-slew limit stands at 54.8%. The finished layout reports a core utilization of 26.4%. Per the summary, power density relative to cell area is 776 nW/um^2. The worst setup path is captured at a register.

STA classifies the critical path startpoint as an input pin. The switching portion of total power comes to 28.6%. The count of buffers inserted at the top-level ports stands at 21. The placeable core region stands at 10200 sq um. The cell area that synthesis handed to floorplanning was 2300 sq um. The starting density of the core stands at 22.5%.

The total CTS buffers stands at 3. The post-layout worst setup margin stands at 0.183 ns. In the final layout, the multi-input gates occupy 1300 sq um.

The deepest clock path buffer count stands at 2. The post-synthesis average cell area stands at 10.0 sq um. The via density per instance stands at 4.39. The number of global-route vias before repair came to 1585. The number of resized instances in the post-cts repair step stands at 0. The routed layout reports a DRC error count of 0. The initial detailed-routing violation count stands at 69. The final timing report lists a max-slew violation count of 0. The synthesis warning total stands at 2. Setup slack on the worst path after placement came out at -0.114 ns. The first-pass GRT wire length stands at 8310 um. The count of final setup violators stands at 0. Setup repair after global routing left no endpoint under its margin.

Combinational logic burns 34.4% of the power. The path class of the tightest hold or removal check is in -> reg. The number of filler instances in the final layout stands at 1075. The number of antenna diodes in the final layout is 0. The fraction of final layout cells sized beyond drive strength 1 stands at 6.05%.

The timing-limited maximum frequency stands at 821 MHz. The main area contributors are edfxtp_1, ha_1, dlxtn_1. The max-capacitance violation count stands at 0.

The power share of the clock group stands at 18.4%. For the completed layout, the total cell area is recorded as 2700 sq um. The iteration tally of the first detailed-router pass stands at 4. The portion of total power attributed to sequential cells stands at 47.2%. The number of register pins that no clock reaches stands at 9.

The stage-log warning count stands at 42. Of all flip-flops after synthesis, the portion carrying an async set or reset was 0%. For this design, Yosys synthesis ends with a cell count of 230. In this run the power spent charging and discharging nets is 0.598 mW. STA shows the worst min-delay path finishing at decode.a_dec[7].

The ratio of final minimum period to clock period stands at 87.0%. The run finished with clean final reports. The horizontal die dimension reported for this design is 122 um. The maximum fanout along the worst path stands at 6.

Yosys reports a chip area of 2300 sq um. The routed via count stands at 1685. The total leakage power stands at 1.11 nW.

The aggregate global-route resource usage stands at 6.88%. Per the OpenROAD floorplan log, the height of the die is 122 um. TritonCTS built the clock tree. The gate count after technology mapping stands at 230. The worst-margin pin slew stands at 0.678 ns.

The post-detailed-route count of antenna-violating nets stands at 0. Looking at the setup timing report, the critical path kind is in -> reg. For this design the top-level I/O count stands at 23. The number of hold-repair buffers added at the cts stage stands at 0. According to the timing report, the data required time at the worst endpoint equals 1.37 ns. In this run, distinct cell masters in the synthesized netlist total 52. The HPWL after detailed placement stands at 4090 um. For this run the aggregate overflow at the end of global routing stands at 0. The pin count of the biggest net entering global routing stands at 26. The most used flip-flop cell after synthesis is edfxtp_1. The number of setup buffers added after CTS is 0. STA lists the startpoint of the worst hold path as i_sw_ex[7].

The tree is rooted in a clkbuf_8. The number of antenna violations at the first check in global routing stands at 0.
[cell families after synthesis]
kind of cell	synth area share (%)
AND-OR/OR-AND	21.3
XOR/XNOR	4.56
adder cells (fa/ha/maj)	15.9
buffers and inverters	6.35
flip-flops	31.3
latches	5.86
multiplexers	1.74
other	0.163
AND/OR/NAND/NOR	12.9
[power groups by stage]
stage / Sequential (mW) / Clock, mW / Combinational (mW)
4_1_cts: 0.990 / 0.401 / 0.724
6_report: 0.988 / 0.384 / 0.720
5_1_grt: 1.00 / 0.424 / 0.805
[layout make-up]
class,count,area share [%]
multi-input combinational,164,48.3
timing repair buffer,25,8.91
clock inverter,1,0.139
sequential,33,31.7
inverter,22,3.06
clock buffer,3,1.53
tap,136,6.31
[placed cells by master (no fill, tap or decap), drive strengths merged, types with 3 or more instances in the layout]
cell type / instances
a221o: 6
a211oi: 9
inv: 22
o21ai: 7
and3: 4
nor3: 3
ha: 26
clkbuf: 3
o221ai: 4
a22oi: 3
dlxtn: 9
nand3: 3
nand2: 11
o21bai: 3
xor2: 7
clkdlybuf4s50: 21
mux2i: 4
nor2b: 6
xnor2: 5
nor2: 16
a211o: 4
buf: 4
edfxtp: 24
a21o: 5
a21oi: 10
[critical path, stage by stage]
cell             delay (ns)
clkdlybuf4s50_1        0.49
nor3b_1                0.24
buf_4                  0.18
[layer usage]
layer	routed length, um	part of all wire (%)	up-vias	track usage, %
met5	0	0	-	0
met4	32	0.62	0	0.596
met3	300	5.8	2	0.939
met2	2290	44	39	10.8
met1	2550	49	775	10.3
li1	-	-	869	-
[synthesized netlist by cell type (2+ instances only)]
cell	count
edfxtp_1	24
a21o_1	5
and2_1	2
buf_2	5
ha_1	26
a211o_1	4
or2_2	2
buf_4	4
xor2_1	7
nand2_1	10
a21oi_1	10
o21ai_0	6
a221o_1	6
inv_1	22
dlxtn_1	9
o221ai_1	4
and3_1	4
nor2b_1	6
mux2i_1	4
nand3_1	2
nor3b_1	2
o22ai_1	2
a211oi_1	9
xnor2_1	5
nor2_1	15
fa_1	2
a22oi_1	3
o21bai_1	3
or3_1	2
nor3_1	3
[flip-flops by register name (all words and copies together) (netlist names)]
signal	count
alu1.res	9
decode.a_dec	9
decode.b_dec	9
decode.opcode_dec	6
[worst max path at each step]
stage	endpoint	slack [ns]	depth (start not counted)
CTS	decode.opcode_dec[3]	0.16	3
finish	decode.opcode_dec[3]	0.18	3
global route	decode.opcode_dec[5]	0.12	3
[metrics by stage]
step / hold slack, ns / instances
after detailed placement: 0.885 / 380
after CTS: 0.619 / 384
after floorplan: 0.379 / 230
after global routing: 0.623 / 384
final: 0.619 / 384
after global placement: 0.888 / 380
No activity file was given, so power comes from the tool's default toggle rates.
